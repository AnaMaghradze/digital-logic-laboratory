<file path="design/flow/design.v">
module ADC(
	input logic clk,
	input logic start,	
	input  logic SDO,
	output logic SDI, 	
	output logic SCK,
	output logic CONVST,
	output logic [11:0] digital_out,
	output logic start_reading_SDO
);
localparam [5:0] channel = 6'b010101;  
localparam T_whconv = 1;
localparam T_conv = 36;   
integer bits_counter = 0;
integer t_conv_counter = 0;
integer t_whconv_counter = 0;
reg clock_25_reg;
reg start_reading = 0;
reg start_conversion = 0; 
reg next_reading_cycle = 0;
assign SCK = clk & clock_25_reg;
assign start_reading_SDO = start_reading;  
always @(posedge clk) digital_out[12 - bits_counter] <= SDO;
always @(negedge clk) 
begin
	clock_25_reg <= start_reading;	
	if(start || next_reading_cycle) CONVST <= 1;
	if((t_whconv_counter == T_whconv) && ~start_reading)
	begin
		CONVST <= 0;
		t_whconv_counter <= 0;	
		start_conversion <= 1;		
		next_reading_cycle <= 0;		
	end
	else if(~start_reading) t_whconv_counter <= t_whconv_counter + 1;	
	if(start_conversion)
	begin
		if(t_conv_counter == T_conv)
		begin
			start_reading <= 1; 
			t_conv_counter <= 0;
			start_conversion <= 0;
		end
		else t_conv_counter <= t_conv_counter + 1;
	end
	if(start_reading) 
	begin
		if(bits_counter == 12)
		begin
			bits_counter <= 0;
			start_reading <= 0;
			next_reading_cycle <= 1;
		end
		else 
		begin
			bits_counter <= bits_counter + 1;
			if(bits_counter < 6) SDI <= channel[bits_counter]; 
		end
	end			
end
endmodule
module SDO_bits_sender(
	input clk, 
	input start_reading,
	output reg SDO_out
);
localparam [11:0] SDO_bits = 4094;  
integer i = 0;
always @(posedge clk)
begin
	if(start_reading)
	begin
		if(i < 12)
		begin
			i <= i + 1;
			SDO_out <= SDO_bits[i];
		end
		else i <= 0;
	end
	else SDO_out <= 1'bx;
end
endmodule
</file>
<file path="design/flow/run.sh">
#!/bin/bash
# OpenROAD 26Q1-2900-gdf79404cd8, Yosys 0.63+post, stock flow scripts
make -C /OpenROAD-flow-scripts/flow DESIGN_CONFIG=/design/flow/config.mk WORK_HOME=/design/flow/orfs finish
</file>
<file path="design/flow/config.mk">
export PLATFORM = sky130hd
export DESIGN_NAME = ADC
export DESIGN_NICKNAME = ADC
export VERILOG_FILES = /design/flow/design.v
export SDC_FILE = /design/flow/constraint.sdc
export NUM_CORES = 4
export LEC_CHECK = 1
export CORE_UTILIZATION = 30
</file>
<file path="design/flow/constraint.sdc">
current_design ADC

set clk_period 6.7
set clk_io_pct 0.2

create_clock -name clk0 -period $clk_period [get_ports {clk}]

set non_clock_inputs [all_inputs -no_clocks]
set_input_delay [expr $clk_period * $clk_io_pct] -clock clk0 $non_clock_inputs
set_output_delay [expr $clk_period * $clk_io_pct] -clock clk0 [all_outputs]
</file>
==> flow_summary_export.csv <==
group,metric,value,unit
status,status,"finished with violations",
status,violations,"negative setup slack",
clock_tree,cts.clk_slew.worst_paths,0.07,ns
floorplan,io_pins,19,
timing,setup_viol,12,
route,via_per_inst,5.01,
synth,syn_area,7460,sq um
synth,yosys-stat-cells,836,
worst_setup_path,path_class,"reg2reg",
power_and_ir_drop,cellPowerDensity,193,nW/um^2
layout,reg_top3,"bits_counter: 32 flops, t_conv_counter: 32 flops, t_whconv_counter: 32 flops",
place,port_buffers,18,
floorplan,fp_util,30.7,%
route,dr_total_vias,7194,
synth,syn_inst,836,
global_route,grt_max_degree,43,
worst_setup_path,cp.required,7.12,ns
route,first_pass_iters,5,
floorplan,die_w,160,microns
power_and_ir_drop,ir_drop,176,uV
floorplan,core,24300,sq um
floorplan,die-area,25500,sq um
synth,ff_type,"edfxtp_1",
layout,final_util,42.6,%
job,maxCapViolCount,0,
layout,stdcell_area,10400,sq um
route,drc,0,
route,wire_per_inst,13.8,microns
job,openroad.warnings,33,
place,gp_congestion,0.947,
synth,yosysWarningCount,1,
synth,ys_area,7460,sq um
power_and_ir_drop,leakage,4.36,nW
worst_setup_path,crit_slowest_cell,"or4_4",
floorplan,num_rows,57,
layout,drive_gt1_share,22.9,%
timing,slew_viol_final,0,
global_route,grt_overflow,0,
worst_hold_path,min_path_type,"reg2reg",
route,drt-initial-drc-count,320,
synth,yosys_register_bits,114,
worst_setup_path,crit_chain,"or4_4 -> or4_4 -> or3_4 -> or4_4 -> nand3_4 -> a41oi_2 -> or4_1 -> mux2_4 -> nor4_4 -> buf_4 -> nand4_1 -> mux2_1",
place,placed_cell_area,9140,sq um
synth,synth_cell_types,69,
place,pre_cts_ws,-0.883,ns
global_route,antenna_found_initial,0,
place,place.detailed.hpwl,14300,microns
worst_setup_path,worstPathMaxFanout,6,
layout,area_growth,38.8,%
route,wl,19900,microns
synth,syn-mean-instance-area,8.92,sq um
floorplan,die.size.y,160,microns
worst_setup_path,start_kind,"register",
global_route,grt_usage,16.3,%
global_route,grt_pass1_vias,7039,
timing,final_hold_viol_count,0,
timing,clock_skew,0.0533,ns
timing,finalSetupTns,-11.00,ns
clock_tree,cts_tree,"done",
route,ant_nets,0,
synth,edf_count,65,
worst_setup_path,crit_path_end_kind,"register",
synth,async_flop_share,0,%
global_route,grt_pass1_wl,33100,microns
worst_setup_path,cpMostUsedCell,"or4_4",
synth,yosysSeqAreaShare,39.3,%
clock_tree,clock_latency,0.58,ns
worst_setup_path,cp.arrival,8.07,ns
timing,tightest_slew,0.562,ns
timing,rsz0062_at_grt,"yes",
worst_setup_path,crit_path_max_incr_delay,0.54,ns
timing,relSlewSlack,61.6,%
timing,setup_ws,-0.941,ns
-- final timing paths --
check / end / from / depth (start not counted) / slack [ns]
worst max register to register: digital_out[9] / bits_counter[19] / 12 / -0.94
worst min-delay path: CONVST / CONVST / 2 / 0.46
worst max-delay path: digital_out[9] / bits_counter[19] / 12 / -0.94
worst min register to register: CONVST / CONVST / 2 / 0.46
-- worst max-delay path: cells and delay by family (launching register included) --
kind / cells / cell delay, ns
DFF: 1 / 0.37
and+or+nand+nor: 8 / 2.86
AOI/OAI and AO/OA: 1 / 0.08
muxes: 2 / 0.60
buffers and inverters: 1 / 0.22
-- cell families after synthesis --
logic type / synth area share [%]
xor+xnor: 14.7
flops: 39.3
fa+ha+maj: 1.01
mux: 3.24
buf+inv: 3.56
compound gates: 10.3
simple gates: 27.9
-- cells in the mapped netlist, types with 7 or more instances --
master / number / area share (%)
mux2_1: 10 / 1.5
a21oi_1: 15 / 1.0
a31oi_1: 7 / 0.59
nand4_1: 37 / 3.1
or2_2: 8 / 0.67
or3_1: 7 / 0.59
dfxtp_1: 49 / 13
and2_1: 8 / 0.67
edfxtp_1: 65 / 26
inv_1: 12 / 0.60
xor2_1: 32 / 3.8
o22ai_1: 7 / 0.59
nand2_1: 77 / 3.9
nor4_1: 27 / 2.3
nor2_1: 70 / 3.5
mux2i_1: 8 / 1.1
nand3_1: 52 / 3.5
or4_1: 10 / 1.0
and3_1: 24 / 2.0
xnor2_1: 93 / 11
nor3_1: 38 / 2.6
and4_1: 7 / 0.82
clkbuf_1: 41 / 2.1
o21ai_0: 17 / 1.1
nor2b_1: 8 / 0.67
-- per-stage QoR --
stage | power, mW | hold slack [ns] | cells
after global placement | 0.866 | 0.453 | 1294
after CTS | 2.05 | 0.466 | 1431
after detailed placement | 0.866 | 0.458 | 1294
final | 2.00 | 0.462 | 1436
after global routing | 2.12 | 0.496 | 1435
after floorplan | 0.846 | 0.415 | 836
-- power by group --
group | total (mW) | internal (mW) | leakage [nW] | switching (mW)
registers | 0.743 | 0.741 | 1.16 | 0.00206
clock network | 1.24 | 0.673 | 0.887 | 0.569
logic | 0.0121 | 0.0101 | 2.32 | 0.00200
-- area by class of cell --
type                    instances  area [sq um]
repair buffers                190          1470
well taps                     324           405
flip-flops and latches        114          2930
fillers                      2263         14000
inverters                      12          45.0
clock buffers                  21           510
multi-input cells             657          4420
diodes                          1          2.50
clock inverters               117           564
-- cells in the final DEF, fill, tap and decap left out, types with 6 or more instances in the layout --
| master | instances |
|---|---|
| a31oi_1 | 7 |
| nand4_1 | 37 |
| nor3_1 | 37 |
| clkbuf_16 | 20 |
| o31ai_1 | 6 |
| or2_2 | 8 |
| inv_1 | 111 |
| clkdlybuf4s50_1 | 18 |
| o21ai_0 | 17 |
| nand3_1 | 49 |
| buf_4 | 172 |
| nor4_1 | 22 |
| and2_1 | 8 |
| and3_1 | 24 |
| o31a_1 | 6 |
| and4_1 | 7 |
| edfxtp_1 | 65 |
| nand2b_1 | 6 |
| inv_8 | 7 |
| or4_1 | 6 |
| or3_1 | 6 |
| o22ai_1 | 7 |
| mux2_4 | 7 |
| nor2_1 | 70 |
| nand2_1 | 77 |
| a21oi_1 | 14 |
| xor2_1 | 32 |
| nor2b_1 | 8 |
| xnor2_1 | 93 |
| dfxtp_1 | 48 |
| mux2i_1 | 8 |
-- layer usage --
metal / share of wire, % / global-route usage, % / up-vias
li1: - / - / 3616
met1: 48 / 22.8 / 3397
met4: 1.7 / 5.33 / 0
met5: 0 / 0 / -
met3: 4.2 / 4.37 / 22
met2: 46 / 24.9 / 159
-- timing repair --
item / CTS / global route
hold endpoints to repair: 0 / 0
setup buffers: 1 / 3
gates resized: 5 / 20
setup endpoints to repair: 12 / 12
hold buffers: 0 / 0
pin swaps: 0 / 2
cloned: 0 / 1
Power figures rest on the tool's default switching activity, not on a simulated workload.
